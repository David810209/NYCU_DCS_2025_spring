==> design/flow/design.v <==
module FC_3 (
    input  [2:0] in0,    
    input  [2:0] in1,    
    input  [2:0] in2,    
    output [11:0] out0,
    output [11:0] out1,
    output [11:0] out2
);
    assign out0 = 16 * in0 + 9 * in1 + 17 * in2;
    assign out1 = 36 * in0 + 13 * in1 + 33 * in2;
    assign out2 = 35 * in0 + 34 * in1 + 48 * in2;
endmodule
==> design/flow/run.sh <==
#!/bin/bash
# OpenROAD 26Q1-2900-gdf79404cd8, Yosys 0.63+post, stock flow scripts
make -C /OpenROAD-flow-scripts/flow DESIGN_CONFIG=/design/flow/config.mk WORK_HOME=/design/flow/orfs finish
==> design/flow/config.mk <==
export PLATFORM = sky130hd
export DESIGN_NAME = FC_3
export DESIGN_NICKNAME = FC_3
export VERILOG_FILES = /design/flow/design.v
export SDC_FILE = /design/flow/constraint.sdc
export NUM_CORES = 4
export LEC_CHECK = 1
export CORE_AREA = 10 10 106 106
export DIE_AREA = 0 0 116 116
==> design/flow/constraint.sdc <==
current_design FC_3

set clk_period 7.9
set clk_io_pct 0.2

create_clock -name clk0 -period $clk_period

set non_clock_inputs [all_inputs -no_clocks]
set_input_delay [expr $clk_period * $clk_io_pct] -clock clk0 $non_clock_inputs
set_output_delay [expr $clk_period * $clk_io_pct] -clock clk0 [all_outputs]
==> results.sh <==
# flow metrics
export IMPL_p_seq_share_pct=0
export IMPL_wl_mm=3.52
export IMPL_yosysUniqueCellTypes=27
export IMPL_cts_resized=0
export IMPL_synthTopCellsByCount="ha_1 (57), inv_1 (41), fa_1 (15), buf_4 (9), a21oi_1 (7)"
export IMPL_timing_hold_ws_ps=4250
export IMPL_avgSynthCellArea_um2=9.06
export IMPL_seq_area_um2=0
export IMPL_cts_hold_buf=0
export IMPL_fp_util_pct=18.0
export IMPL_io_buffers=39
export IMPL_cp_max_fo=6
export IMPL_holdPathStages=2
export IMPL_ios=45
export IMPL_postSynthCellCount=176
export IMPL_max_cap_viol_count=0
export IMPL_most_common_cell="ha_1"
export IMPL_p_comb_share_pct=100.0
export IMPL_hp_class="primary input to primary output"
export IMPL_area_leaders="ha_1 (45%), fa_1 (19%), inv_1 (9.7%)"
export IMPL_yosysCellCount=176
export IMPL_drt_pass1_iterations=4
export IMPL_grt_use_total_pct=5.50
export IMPL_grt_pass1_vias=1276
export IMPL_worstPathArrival_ps=5380
export IMPL_drt_initial_drc_count=41
export IMPL_top_area_cell="ha_1"
export IMPL_top_area_share_pct=44.7
export IMPL_crit_required_ps=6320
export IMPL_clkbuf_count=0
export IMPL_cp_start_kind="primary input"
export IMPL_post_cts_buffers=0
export IMPL_place_ws_ps=903
export IMPL_die_height_um=116
export IMPL_core_rowCount=34
export IMPL_period_used_pct=88.1
export IMPL_period_needed_ps=6960
export IMPL_grt_pass1_wl_mm=6.13
export IMPL_fmax_ghz=0.144
export IMPL_rsz0062_at_grt="false"
export IMPL_drt_antenna_violating_nets=0
export IMPL_ir_drop_uv=40.9
export IMPL_min_delay_worst_endpoint="out2[0]"
export IMPL_synth_warnings=0
export IMPL_routed_via_density=3.86
export IMPL_internal_power_uw=161
export IMPL_netSwitchingPower_uw=101
export IMPL_gp_congestion=0.783
export IMPL_ys_area_um2=1590
export IMPL_seq_cell_count=0
export IMPL_worst_slack_ps=937
export IMPL_synthToLayoutAreaGrowth_pct=29.9
export IMPL_setup_worst_path_end_class="primary output"
export IMPL_status="finished, final reports clean"
export IMPL_layoutNonFillerInstCount=319
export IMPL_num_vias=1230
export IMPL_drive_above_1_share_pct=1.90
export IMPL_antenna_found_initial=0
export IMPL_hp_start="in0[0]"
export IMPL_p_leak_uw=0.00109
export IMPL_hold_violations=0
export IMPL_grt_max_degree=8
export IMPL_core_um2=8850
export IMPL_tns_ps=0
export IMPL_syn_area_um2=1590
export IMPL_netSwitchingFraction_pct=38.6
export IMPL_p_per_area_nw_per_um2=126
export IMPL_setup_viol=0
export IMPL_log_warning_count=35
export IMPL_die_x_um=116
export IMPL_dpl_hpwl_mm=3.24
export IMPL_drc=0
export IMPL_clkPwrFrac_pct=0
export IMPL_critPathKind="primary input to primary output"
export IMPL_ys_seq_share_pct=0
export IMPL_n_antenna_cell=0
export IMPL_finalMaxSlewViolations=0
export IMPL_wl_per_cell_um=11.0
export IMPL_overflow=0
export IMPL_dp_cells=319
export IMPL_die_area_um2=13500
==> cells in the final DEF, fill, tap and decap left out <==
cell type         n
ha_1             57
inv_1            41
clkdlybuf4s50_1  39
fa_1             15
a21oi_1           7
xnor2_1           6
conb_1            6
a21o_1            5
o21ai_0           5
nor2_1            4
xor2_1            4
o21a_1            3
a211oi_1          3
nor2b_1           2
or2_2             2
o31a_1            1
o21bai_1          1
inv_2             1
nor4_1            1
and3_4            1
nor3_1            1
a211o_1           1
a311o_1           1
nand2b_1          1
nand4_1           1
nand2_1           1
a21boi_0          1
==> metrics by stage <==
stage          utilization [%]  power (µW)  cell area, µm²
2_1_floorplan                -         128            1610
3_3_place_gp              23.4         270            2070
3_5_place_dp              23.4         269            2070
4_1_cts                   23.4         273            2070
5_1_grt                   23.4         306            2070
6_report                  23.4         262            2070
==> power groups by stage <==
stage	clock network [µW]	logic, µW	registers [µW]
CTS	0	273	0
global route	0	306	0
finish	0	262	0
==> metal layers <==
layer | vias to the layer above | track usage (%) | wire (µm)
li1 | 640 | - | -
met1 | 561 | 7.53 | 1700
met2 | 29 | 8.99 | 1540
met3 | 0 | 1.57 | 277
met4 | 0 | 0 | 0
met5 | - | 0 | 0
==> worst max-delay path by stage <==
| stage | from | to | cells past startpoint |
|---|---|---|---|
| 6_report | in1[1] | out1[8] | 15 |
| 4_1_cts | in1[1] | out1[8] | 15 |
| 5_1_grt | in1[1] | out1[8] | 15 |
==> area by class of cell <==
class / instances / area, µm²
Inverter: 42 / 158
Timing Repair Buffer: 39 / 390
Tap cell: 108 / 135
Multi-Input combinational cell: 130 / 1390
Fill cell: 964 / 6780
==> worst max-delay path: stages <==
cell	delay, ps
clkdlybuf4s50_1	630
inv_1	130
ha_1	300
inv_1	40
ha_1	280
ha_1	270
inv_1	50
fa_1	560
inv_1	60
ha_1	300
a211oi_1	270
o21bai_1	110
a21oi_1	170
xor2_1	150
clkdlybuf4s50_1	490
==> kinds of logic after synthesis <==
family | Yosys count | share of synthesized area (%)
fa+ha+maj | 72 | 63.6
buf+inv | 51 | 14.1
compound gates | 28 | 11.6
simple gates | 14 | 4.94
xor+xnor | 10 | 5.49
other cells | 1 | 0.235
Power figures rest on the tool's default switching activity, not on a simulated workload.
