`run.sh`:
```
#!/bin/bash
# OpenROAD 26Q1-2900-gdf79404cd8, Yosys 0.63+post, stock flow scripts
make -C /OpenROAD-flow-scripts/flow DESIGN_CONFIG=/design/flow/config.mk WORK_HOME=/design/flow/orfs finish
```
`config.mk`:
```
export PLATFORM = sky130hd
export DESIGN_NAME = VM
export DESIGN_NICKNAME = VM
export VERILOG_FILES = /design/flow/design.v
export SDC_FILE = /design/flow/constraint.sdc
export NUM_CORES = 4
export LEC_CHECK = 1
export CORE_UTILIZATION = 30
```
`constraint.sdc`:
```
current_design VM

set clk_period 6.3
set clk_io_pct 0.2

create_clock -name clk0 -period $clk_period [get_ports {clk}]

set non_clock_inputs [all_inputs -no_clocks]
set_input_delay [expr $clk_period * $clk_io_pct] -clock clk0 $non_clock_inputs
set_output_delay [expr $clk_period * $clk_io_pct] -clock clk0 [all_outputs]
```
`design.v`:
```
module VM(
    input wire clk,
    input wire rst_n,
    input wire in_price_valid,
    input wire in_coin_valid,
    input wire [4:0] in_price,
    input wire [5:0] in_coin,
    input wire in_refund_coin,
    input wire [2:0] in_buy_item,
    output reg out_valid,
    output reg [3:0] out_result,
    output reg [5:0] out_num
);
localparam  IDLE = 2'b00;
localparam  INPUT = 2'b01;
localparam  OUTPUT = 2'b10;
integer i;
reg [1:0] state, next_state;
reg [4:0] price[0:6];
reg [5:0] buy_cnt[0:5];
reg [2:0] input_cnt;
reg [8:0] current_money;
reg [2:0] output_cnt;
reg [2:0] in_buy_item_reg;
reg insufficient_coin_reg;
reg not_refund_coin;
reg [3:0] div_result_50_reg, div_result_20_reg, div_result_10_reg, div_result_5_reg, rem_result_5_reg;
wire insufficient_coin;
wire [4:0] item_price;
wire [5:0] rem_result_50 , rem_result_20, rem_result_10, rem_result_5;
wire [3:0] div_result_50, div_result_20, div_result_10, div_result_5;
always @(posedge clk or negedge rst_n) begin
    if(!rst_n) state <= IDLE;
    else state <= next_state;
end
always @(*) begin
    case (state)
        IDLE: next_state = in_coin_valid ? INPUT : IDLE;
        INPUT: next_state = !in_coin_valid ? OUTPUT : INPUT;
        OUTPUT: next_state = output_cnt == 3'd5 ? IDLE : OUTPUT;
        default: next_state = IDLE;
    endcase
end
always @(posedge clk or negedge rst_n) begin
    if(!rst_n) input_cnt <= 0;
    else if(state == IDLE && in_price_valid) input_cnt <= input_cnt + 1;
    else  input_cnt <= 0;
end
always @(posedge clk) begin
    price[0] <= 0;
    if(state == IDLE && in_price_valid) price[input_cnt + 1] <= in_price;
end
always @(posedge clk) begin
    if(state == IDLE && in_price_valid) for(i = 0; i < 6; i = i + 1) buy_cnt[i] <= 0;
    else if(state == INPUT && !in_coin_valid && !insufficient_coin && !in_refund_coin) buy_cnt[in_buy_item-1] <= buy_cnt[in_buy_item-1] + 1;
end
always @(posedge clk or negedge rst_n) begin
    if(!rst_n) current_money <= 0;
    else if(next_state == INPUT) current_money <= current_money + in_coin;
    else if(state == INPUT && !in_coin_valid && !insufficient_coin) current_money <= current_money - item_price;
    else if(state == IDLE && !not_refund_coin) current_money <= 0;
    else current_money <= current_money; 
end
always @(posedge clk or negedge rst_n) begin
    if(!rst_n) in_buy_item_reg <= 0;
    else in_buy_item_reg <= in_buy_item;
end
assign item_price = price[in_buy_item];
assign insufficient_coin = current_money < item_price;
div_rem div_rem_50 (.current_money(current_money), .div_num(6'd50), .div_result(div_result_50), .rem_result(rem_result_50));
div_rem div_rem_20 (.current_money({3'b0, rem_result_50}), .div_num(6'd20), .div_result(div_result_20), .rem_result(rem_result_20));
div_rem div_rem_10 (.current_money({3'b0, rem_result_20}), .div_num(6'd10), .div_result(div_result_10), .rem_result(rem_result_10));
div_rem div_rem_5 (.current_money({3'b0, rem_result_10}), .div_num(6'd5), .div_result(div_result_5), .rem_result(rem_result_5));
always @(posedge clk or negedge rst_n) begin
    if(!rst_n) begin
        div_result_50_reg <= 0;
        div_result_20_reg <= 0;
        div_result_10_reg <= 0;
        div_result_5_reg <= 0;
        rem_result_5_reg <= 0;
    end
    else   begin
        div_result_50_reg <= div_result_50;
        div_result_20_reg <= div_result_20;
        div_result_10_reg <= div_result_10;
        div_result_5_reg <= div_result_5;
        rem_result_5_reg <= rem_result_5[3:0];
    end
end
always @(posedge clk) begin
    if(state == INPUT) insufficient_coin_reg <= insufficient_coin;
    else insufficient_coin_reg <= insufficient_coin_reg;
end
always @(posedge clk or negedge rst_n) begin
    if(!rst_n) not_refund_coin <= 0;
    else if(state == INPUT && !in_coin_valid && insufficient_coin) not_refund_coin <= 1;
    else if(state == INPUT && !in_coin_valid && !insufficient_coin) not_refund_coin <= 0;
    else not_refund_coin <= not_refund_coin;
end
always @(posedge clk or negedge rst_n) begin
    if(!rst_n) output_cnt <= 0;
    else if(state == OUTPUT) output_cnt <= output_cnt + 1;
    else output_cnt <= 0;
end
always @(*) begin
    if(!rst_n) out_num = 0;
    else out_num = buy_cnt[output_cnt];
end
always @(*) begin
    if(insufficient_coin_reg) out_result = 0;
    else begin
        case(output_cnt) 
            0: out_result = in_buy_item_reg;
            1: out_result = div_result_50_reg;
            2: out_result = div_result_20_reg;
            3: out_result = div_result_10_reg;
            4: out_result = div_result_5_reg;
            5: out_result = rem_result_5_reg;
            default: out_result = 0;
    endcase
    end
end
always @(*) begin
    if(state == OUTPUT) out_valid = 1;
    else out_valid = 0;
end
endmodule
module div_rem(
    input [8:0] current_money,
    input [5:0] div_num,
    output [3:0] div_result,
    output [5:0] rem_result
)
;
    assign div_result = current_money / div_num;
    assign rem_result = current_money % div_num;
endmodule
```
==> run summary <==
impl run done, here's what came out: Post-synth EDFFs=79, Startpoint Class=flop, area of the synthesized netlist per yosys stat=8940 um^2, sequential cell area fraction in the yosys report=38.6%, average wire length per cell after detail routing=15.4 um, required time reported for the critical path endpoint=6.63 ns, fraction of post-synthesis cell area in the top cell type by area=26.5%, Synth Warn #=1, Site Rows=62, pins over their slew limit=0, Die Span X=175 um, global-route congestion overflow total=0, Post-Synthesis Cell Area=8940 um^2, number of top-level pins=30, worst hold path type=flop to flop, async set or reset register ratio after synthesis=31.7%, Mux cell area share=11.1%, number of inserted diodes=0, run status=complete, but fails checks, largest family of logic cells by area=AND-OR/OR-AND gates, final setup slack of the worst path=-2.96 ns, type of the worst setup path=flop to flop, largest net degree at the start of global routing=31, area of the core=29,000 um^2, cell type with the largest total area after synthesis=sky130_fd_sc_hd__edfxtp_1, biggest regs=buy_cnt (48), price (35), current_money (9), Placed Instances=1,475, largest stage delay on the critical path=0.52 ns, dominant synthesized flop cell=sky130_fd_sc_hd__edfxtp_1, DIE HEIGHT=175 um, count of final hold-check violations=0, Via Count=7,811, post-synthesis cell count=868, Via density=5.04, compound-cell area share of the yosys netlist=20.4%, number of standard cells in the layout, taps in and fillers out=1,549, worst flop-to-flop path startpoint=current_money[8], Port Buffers=29, CP Max Fanout=7, number of iterations in the first detailed-routing pass=5, Detailed Route WL=23,800 um, critical path arrival=9.59 ns, count of hold buffers inserted by post-cts repair=0, AND/OR/NAND/NOR Cells, Area Fraction=17.6%, share of the cycle needed by the critical path after routing=147%, DRT iter0 DRCs=363, max-cap check violation count=0, Clock Skew=0.0100 ns, overall fraction of global-route tracks in use=16.4%, wire length of the first global-routing pass=39,000 um, sum of net half-perimeters after detailed placement=17,900 um, post-route antenna net violation count=0, setup TNS=-19.15 ns, r2r setup slk=-2.96 ns, synthesis-stage register bit count=123, sink of the worst hold path=not_refund_coin, final-layout fill cell count=2,625, endpoint of the most critical register-to-register path=rem_result_5_reg[1], clock slew at the register clock pins of the worst setup and hold paths=0.06 ns, xor/xnor cell area share of the yosys netlist=2.70%, antenna violations before repair=0, failing checks=setup timing, worst-case clock buffer depth=2, CP max-delay cell=sky130_fd_sc_hd__or4_4, Adder-Cell Fraction of Synth Area=5.85%, type of element capturing the critical path=flop, DRC violations left=0, number of library cell types mapped by synthesis=119, Worst Tran Pin Value=0.764 ns, Synth area leaders=sky130_fd_sc_hd__edfxtp_1 27%, sky130_fd_sc_hd__dfrtp_1 11%, sky130_fd_sc_hd__mux4_2 7.3%, sky130_fd_sc_hd__ha_1 5.0%, sky130_fd_sc_hd__nand2_1 3.5%, stage-log warning count=39, global placement routability congestion=0.912, max reg flops=48, H-tree levels=4, Root Driver=sky130_fd_sc_hd__clkbuf_16, Max Freq=108 MHz, length in cells of the worst reg-to-reg path=50, number of global-route vias before repair=7,785, clk ins delay skew pair=0.41 ns, total cells reported by yosys after synthesis=868, CTS tree=done, most flop-heavy register=buy_cnt, clock sink total=123, setup repair after global routing missed its margin=yes, min Tclk post-route=9.26 ns, startpoint of the most critical hold path=not_refund_coin, total die size=30,500 um^2, worst slew margin relative to its limit=48.7%, mean post-synth cell area=10.3 um^2, Setup violations, final=9, Area growth syn-to-layout=42.3%, fraction of layout instances using a drive strength above 1=41.7%, number of buffers created by CTS=17, number of instances on the worst hold path=2, fp util=30.8%
## timing repair
item,CTS,global route
resized,39,32
pin swaps,33,29
endpoints found under the setup margin,9,9
setup buffers,27,15
## worst max-delay path, delay by kind of cell, from the launching register on
kind	cells	cell delay [ns]
flops	1	0.42
mux	2	0.28
xor+xnor	1	0.13
compound gates	23	4.41
simple gates	8	1.72
buf+inv	10	0.98
fa+ha+maj	6	1.22
## worst max path at each step
stage | slack [ns] | depth (start not counted) | end | from
finish | -2.96 | 50 | rem_result_5_reg[1] | current_money[8]
global route | -3.39 | 55 | rem_result_5_reg[1] | current_money[4]
CTS | -2.87 | 50 | rem_result_5_reg[1] | current_money[4]
## cells by family after synthesis
logic type	count (synthesis)
AOI/OAI and AO/OA	228
xor gates and xnor gates	25
adders and majority gates	41
buffers and inverters	82
DFF	123
muxes	59
and+or+nand+nor	310
## layout make-up
| class | count | area [um^2] | share of cell area, % |
|---|---|---|---|
| multi-input cells | 663 | 5660 | 44.5 |
| flip-flops and latches | 123 | 3450 | 27.2 |
| repair buffers | 297 | 2330 | 18.4 |
| well taps | 384 | 480 | 3.78 |
| clock buffers | 17 | 425 | 3.34 |
| inverters | 50 | 193 | 1.51 |
| clock inverters | 15 | 171 | 1.35 |
## Yosys cell counts, types with 8 or more instances
cell                       number
sky130_fd_sc_hd__a21o_1        18
sky130_fd_sc_hd__a21oi_1       31
sky130_fd_sc_hd__a31oi_1       15
sky130_fd_sc_hd__and2_1        15
sky130_fd_sc_hd__and3_1        10
sky130_fd_sc_hd__buf_2          8
sky130_fd_sc_hd__clkbuf_1      20
sky130_fd_sc_hd__dfrtp_1       38
sky130_fd_sc_hd__edfxtp_1      79
sky130_fd_sc_hd__ha_1          36
sky130_fd_sc_hd__inv_1         43
sky130_fd_sc_hd__mux2i_1       17
sky130_fd_sc_hd__mux4_2        29
sky130_fd_sc_hd__nand2_1       83
sky130_fd_sc_hd__nand3_1       28
sky130_fd_sc_hd__nand4_1        9
sky130_fd_sc_hd__nor2_1        78
sky130_fd_sc_hd__nor2b_1       10
sky130_fd_sc_hd__nor3_1        22
sky130_fd_sc_hd__o21ai_0       29
sky130_fd_sc_hd__o21ai_1       10
sky130_fd_sc_hd__xnor2_1       14
sky130_fd_sc_hd__xor2_1         8
## stage by stage
step           hold slack [ns]  util, %  instance area [um^2]  setup WS (ns)
3_5_place_dp             0.483     39.7                 11500          -3.12
6_report                 0.496     43.9                 12700          -2.96
3_3_place_gp             0.461     39.7                 11500          -2.88
2_1_floorplan            0.441        -                  9200          -3.02
5_1_grt                  0.506     43.9                 12700          -3.39
4_1_cts                  0.497     43.0                 12500          -2.87
## cells in the final DEF (no fill, tap or decap), types with 6 or more instances in the layout
cell type,n
sky130_fd_sc_hd__buf_4,259
sky130_fd_sc_hd__nand2_1,79
sky130_fd_sc_hd__edfxtp_1,79
sky130_fd_sc_hd__nor2_1,71
sky130_fd_sc_hd__inv_1,35
sky130_fd_sc_hd__dfrtp_1,34
sky130_fd_sc_hd__mux4_2,29
sky130_fd_sc_hd__o21ai_0,28
sky130_fd_sc_hd__ha_1,27
sky130_fd_sc_hd__clkdlybuf4s50_1,27
sky130_fd_sc_hd__a21oi_1,26
sky130_fd_sc_hd__nand3_1,22
sky130_fd_sc_hd__nor3_1,20
sky130_fd_sc_hd__a21o_1,18
sky130_fd_sc_hd__clkbuf_16,17
sky130_fd_sc_hd__mux2i_1,16
sky130_fd_sc_hd__and2_1,13
sky130_fd_sc_hd__xnor2_1,12
sky130_fd_sc_hd__inv_2,11
sky130_fd_sc_hd__a31oi_1,10
sky130_fd_sc_hd__nand4_1,9
sky130_fd_sc_hd__nor2_2,8
sky130_fd_sc_hd__nor2b_1,8
sky130_fd_sc_hd__nand2_2,8
sky130_fd_sc_hd__xor2_1,8
sky130_fd_sc_hd__buf_6,8
sky130_fd_sc_hd__and3_1,7
sky130_fd_sc_hd__mux2_2,7
sky130_fd_sc_hd__o21ai_1,7
sky130_fd_sc_hd__nand2b_1,7
sky130_fd_sc_hd__a21boi_0,7
sky130_fd_sc_hd__o31a_1,6
sky130_fd_sc_hd__or2_2,6
sky130_fd_sc_hd__a21oi_2,6
sky130_fd_sc_hd__nand3_2,6
sky130_fd_sc_hd__o22ai_1,6
## layer usage
| layer | track usage [%] | wire length [um] |
|---|---|---|
| met5 | 0 | 0 |
| met4 | 2.36 | 357 |
| met3 | 3.79 | 1390 |
| met2 | 25.9 | 10900 |
| met1 | 24.2 | 11200 |
