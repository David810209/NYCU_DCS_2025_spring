==> /design/flow/design.v <==
module SDMA(
	clk            	,	
	rst_n          	,	
	pat_valid       ,	
	pat_ready       ,
    cmd             ,	
    sdma_valid     	,
    sdma_ready      ,    
	dout			,
    awaddr_m_inf    ,
    awvalid_m_inf   ,
    awready_m_inf   ,
    wdata_m_inf     ,
    wvalid_m_inf    ,
    wready_m_inf    ,
    bresp_m_inf     ,
    bvalid_m_inf    ,
    bready_m_inf    ,
    araddr_m_inf    ,
    arvalid_m_inf   ,         
    arready_m_inf   , 
    rdata_m_inf     ,
    rvalid_m_inf    ,
    rready_m_inf 
);
parameter ADDR_WIDTH = 32;       
parameter DATA_WIDTH = 128;      
input clk, rst_n;
input pat_valid, pat_ready;
input [31:0] cmd;
output reg sdma_valid, sdma_ready;
output reg [7:0] dout;
output reg [ADDR_WIDTH-1:0]     awaddr_m_inf;
output reg                      awvalid_m_inf;
input  wire                      awready_m_inf;
output reg [DATA_WIDTH-1:0]  wdata_m_inf;
output reg                   wvalid_m_inf;
input  wire                   wready_m_inf;
input  wire  [1:0]            bresp_m_inf;
input  wire                   bvalid_m_inf;
output reg                   bready_m_inf;
output reg [ADDR_WIDTH-1:0]     araddr_m_inf;
output reg                      arvalid_m_inf;
input  wire                      arready_m_inf;
input wire [DATA_WIDTH-1:0]      rdata_m_inf;
input wire                       rvalid_m_inf;
output reg                      rready_m_inf;
localparam IDLE = 3'b00,
            READ = 3'b001, 
            WRITE = 3'b010,
            WAIT_READ = 3'b011,
            WAIT_WRITE = 3'b100,
            WAIT_PAT = 3'b101;
reg [2:0] state , next_state;
reg [127:0] dram_data_buffer;
reg [31:0] cmd_buffer;
reg [7:0] addr_buffer;
wire op;
wire [3:0] word_byte_offset;
wire [7:0] data;
wire [7:0] addr_9_2;;
wire [31:0] addr_to_dram; 
reg [127:0] data_to_dram;
reg has_wready_m_inf, has_awready_m_inf;
wire cache_hit;
always @(posedge clk or negedge rst_n) begin
    if(!rst_n) state <= IDLE;
    else state <= next_state;
end
always @(*) begin
    case(state)
        IDLE: begin
            if(pat_valid) begin
                if(cache_hit) next_state = cmd[31] ? WRITE : WAIT_PAT;
                else next_state = READ;
            end
            else next_state = IDLE;
        end
        READ: begin
            if(arready_m_inf) next_state = WAIT_READ;
            else next_state = READ;
        end
        WRITE: begin
            if(has_wready_m_inf && has_awready_m_inf) next_state = WAIT_WRITE;
            else next_state = WRITE;
        end
        WAIT_READ: begin
            if(rvalid_m_inf) next_state = (op) ? WRITE : WAIT_PAT;
            else next_state = WAIT_READ;
        end
        WAIT_WRITE: begin
            if(bvalid_m_inf) next_state = WAIT_PAT;
            else next_state = WAIT_WRITE;
        end
        WAIT_PAT: begin
            if(pat_ready) next_state = IDLE;
            else next_state = WAIT_PAT;
        end
        default: next_state = IDLE;
    endcase
end
always @(posedge clk or negedge rst_n) begin
    if(!rst_n) cmd_buffer <= 32'b0;
    else if(state == IDLE && pat_valid) cmd_buffer <= cmd;
    else cmd_buffer <= cmd_buffer;
end
assign op = cmd_buffer[31];
assign data = cmd_buffer[7:0];
assign word_byte_offset = cmd_buffer[22:19];
assign addr_9_2 = cmd_buffer[30:23];
assign addr_to_dram = state == IDLE ? {20'b0, 2'b10, cmd[30:23], 2'b00} : {20'b0, 2'b10, addr_9_2, 2'b00};
always @(*) begin
    data_to_dram = dram_data_buffer;
    data_to_dram[word_byte_offset * 8 +: 8] = data;
end
always @(posedge clk or negedge rst_n) begin
    if(!rst_n) dram_data_buffer <= 128'b0;
    else if(state == WAIT_READ && rvalid_m_inf)dram_data_buffer <= rdata_m_inf;
    else if(state == WAIT_WRITE) dram_data_buffer <= data_to_dram;
    else dram_data_buffer <= dram_data_buffer;
end
always @(posedge clk or negedge rst_n) begin
    if(!rst_n) addr_buffer <= 8'b0;
    else if(state == WAIT_READ && rvalid_m_inf) addr_buffer <= addr_9_2;
    else addr_buffer <= addr_buffer;
end
assign cache_hit = (addr_buffer == cmd[30:23]) ? 1'b1 : 1'b0;
always @(*) begin
    sdma_ready = state == IDLE;
end
always @(posedge clk or negedge rst_n) begin
    if(!rst_n) sdma_valid <= 1'b0;
    else if(state == WAIT_WRITE && bvalid_m_inf) sdma_valid <= 1'b1;
    else if(state == WAIT_PAT && !pat_ready) sdma_valid <= 1'b1;
    else sdma_valid <= 1'b0;
end
always @(posedge clk or negedge rst_n) begin
    if(!rst_n) dout <= 8'b0;
    else if((state == IDLE && pat_valid && cache_hit) || (state == WAIT_PAT && !pat_ready)) begin
        case (word_byte_offset)
            0: dout <= dram_data_buffer[7:0];
            1: dout <= dram_data_buffer[15:8];
            2: dout <= dram_data_buffer[23:16];
            3: dout <= dram_data_buffer[31:24];
            4: dout <= dram_data_buffer[39:32];
            5: dout <= dram_data_buffer[47:40];
            6: dout <= dram_data_buffer[55:48];
            7: dout <= dram_data_buffer[63:56];
            8: dout <= dram_data_buffer[71:64];
            9: dout <= dram_data_buffer[79:72];
            10: dout <= dram_data_buffer[87:80];
            11: dout <= dram_data_buffer[95:88];
            12: dout <= dram_data_buffer[103:96];
            13: dout <= dram_data_buffer[111:104];
            14: dout <= dram_data_buffer[119:112];
            15: dout <= dram_data_buffer[127:120];
            default: dout <= 8'b0;
        endcase
    end
    else if(state == WAIT_PAT && !pat_ready)  dout <= dout;
    else dout <= 8'b0;
end
always @(posedge clk or negedge rst_n) begin
    if(!rst_n) awvalid_m_inf <= 1'b0;
    else if(state == WRITE && ((!awready_m_inf && !has_awready_m_inf))) awvalid_m_inf <= 1'b1;
    else awvalid_m_inf <= 1'b0;
end
always @(posedge clk or negedge rst_n) begin
    if(!rst_n) awaddr_m_inf <= 32'b0;
    else if(state == WRITE) awaddr_m_inf <= addr_to_dram;
    else awaddr_m_inf <= 32'b0;
end
always @(posedge clk or negedge rst_n) begin
    if(!rst_n) wvalid_m_inf <= 1'b0;
    else if(state == WRITE && (!has_wready_m_inf && !wready_m_inf))  wvalid_m_inf <= 1'b1;
    else wvalid_m_inf <= 1'b0;
end
always @(posedge clk or negedge rst_n) begin
    if(!rst_n) wdata_m_inf <= 128'b0;
    else if(state == WRITE) wdata_m_inf <= data_to_dram;
    else wdata_m_inf <= 128'b0;
end
always @(posedge clk or negedge rst_n) begin
    if(!rst_n) bready_m_inf <= 1'b0;
    else if(state == WAIT_WRITE && bvalid_m_inf) bready_m_inf <= 1'b1;
    else bready_m_inf <= 1'b0;
end
always @(posedge clk or negedge rst_n) begin
    if(!rst_n) arvalid_m_inf <= 1'b0;
    else if(next_state == READ) arvalid_m_inf <= 1'b1;
    else arvalid_m_inf <= 1'b0;
end
always @(posedge clk or negedge rst_n) begin
    if(!rst_n) araddr_m_inf <= 32'b0;
    else if(next_state == READ) araddr_m_inf <= addr_to_dram;
    else araddr_m_inf <= 32'b0;
end
always @(posedge clk or negedge rst_n) begin
    if(!rst_n) rready_m_inf <= 1'b0;
    else if(next_state == WAIT_READ) rready_m_inf <= 1'b1;
    else rready_m_inf <= 1'b0;
end
always @(posedge clk or negedge rst_n) begin
    if(!rst_n)  has_wready_m_inf <= 1'b0;
    else if(state == WRITE) begin
        if(wready_m_inf) has_wready_m_inf <= 1'b1;
        else has_wready_m_inf <= has_wready_m_inf;
    end
    else has_wready_m_inf <= 1'b0;
end
always @(posedge clk or negedge rst_n) begin
    if(!rst_n)  has_awready_m_inf <= 1'b0;
    else if(state == WRITE) begin
        if(awready_m_inf) has_awready_m_inf <= 1'b1;
        else has_awready_m_inf <= has_awready_m_inf;
    end
    else has_awready_m_inf <= 1'b0;
end
endmodule
==> /design/flow/run.sh <==
#!/bin/bash
# OpenROAD 26Q1-2900-gdf79404cd8, Yosys 0.63+post, stock flow scripts
make -C /OpenROAD-flow-scripts/flow DESIGN_CONFIG=/design/flow/config.mk WORK_HOME=/design/flow/orfs finish
==> /design/flow/config.mk <==
export PLATFORM = sky130hd
export DESIGN_NAME = SDMA
export DESIGN_NICKNAME = SDMA
export VERILOG_FILES = /design/flow/design.v
export SDC_FILE = /design/flow/constraint.sdc
export NUM_CORES = 4
export LEC_CHECK = 1
export CORE_UTILIZATION = 30
==> /design/flow/constraint.sdc <==
current_design SDMA

set clk_period 18.5
set clk_io_pct 0.2

create_clock -name clk0 -period $clk_period [get_ports {clk}]

set non_clock_inputs [all_inputs -no_clocks]
set_input_delay [expr $clk_period * $clk_io_pct] -clock clk0 $non_clock_inputs
set_output_delay [expr $clk_period * $clk_io_pct] -clock clk0 [all_outputs]
==> flow_metrics.env <==
# physical design summary
export IMPL_ff_type="dfrtp_1"
export IMPL_period_used=0.345
export IMPL_cp_slowest_cell="buf_4"
export IMPL_ctsHtreeMaxLevel=2
export IMPL_cts_root_buffer="clkbuf_16"
export IMPL_ys_seq_frac=0.514
export IMPL_cp_arrival_ns=6.77
export IMPL_setup_viol=0
export IMPL_yosysChipArea_mm2=0.0158
export IMPL_area_growth_pct=30.6
export IMPL_timing_rr_start="cmd_buffer[22]"
export IMPL_ant_nets=0
export IMPL_yosysUniqueCellTypes=68
export IMPL_cp_slowest_stage_delay_ns=0.77
export IMPL_core_area_mm2=0.0516
export IMPL_dr_pass1_iters=8
export IMPL_reg2reg_to="dram_data_buffer[59]"
export IMPL_crit_top_cell="buf_4"
export IMPL_fp_util=0.306
export IMPL_drc=0
export IMPL_reg2reg_slack_ns=14.55
export IMPL_irDropWorstVdd_v=0.0000834
export IMPL_drive_above_1_share=0.0773
export IMPL_crit_fanout=87
export IMPL_holdPathStages=1
export IMPL_cap_violations=0
export IMPL_grt_usage=0.224
export IMPL_clock_path_buffers=3
export IMPL_grt_pass1_vias=13000
export IMPL_path_cells="clkdlybuf4s50_1, and2_4, buf_4, buf_4, o21ai_0"
export IMPL_hold_slack_ns=0.481
export IMPL_layout_top_cell="dfrtp_1"
export IMPL_die_x_um=231
export IMPL_regArea_mm2=0.00811
export IMPL_fin_crit_ns=6.38
export IMPL_lay_top_cells="322 x dfrtp_1, 317 x clkdlybuf4s50_1, 241 x nand2_1"
export IMPL_syn_area_per_cell_um2=10.2
export IMPL_clkTransAtPathRegs_ns=0.06
export IMPL_port_buffers=318
export IMPL_tool_warnings=41
export IMPL_dpl_cell_count=2436
export IMPL_die_y_um=231
export IMPL_dp_slack_ns=11.64
export IMPL_critPathRequiredTime_ns=18.89
export IMPL_post_cts_buffers=0
export IMPL_hold_end="awvalid_m_inf"
export IMPL_fin_util=0.399
export IMPL_finalHoldViolCount=0
export IMPL_maxSlewViolCount=0
export IMPL_hpwl_mm=41.1
export IMPL_synthCells=1540
export IMPL_synth_async_reset_ratio=1.00
export IMPL_ys_warn_count=1
export IMPL_rsz0062_at_grt="no"
export IMPL_p_leak_nw=8.72
export IMPL_grt_max_degree=92
export IMPL_fmax_mhz=157
export IMPL_cts_tree="yes"
export IMPL_cts_hold_buf=0
export IMPL_status="completed"
export IMPL_tns_ns=0
export IMPL_wl_per_cell_um=23.3
export IMPL_antenna_found_initial=12
export IMPL_rows=83
export IMPL_routabilityCongestion=0.913
export IMPL_drt_iter0_drc=897
export IMPL_worstSkewPairLatency_ns=0.56
export IMPL_cts_resized=0
export IMPL_crit_type="input port to flop"
export IMPL_gr_total_overflow=0
export IMPL_min_path_type="flop to flop"
export IMPL_numCtsBuffers=38
export IMPL_synth_edff_count=0
export IMPL_grt_pass1_wl_mm=85.2
export IMPL_crit_path_end_kind="flop"
export IMPL_p_per_area_mw_per_mm2=173
export IMPL_worstHoldStart="has_awready_m_inf"
export IMPL_clock_skew_ns=0.0147
export IMPL_fillers=4876
export IMPL_via_per_inst=5.08
export IMPL_synth_area_mm2=0.0158
export IMPL_io_pins=378
export IMPL_ff2ff_path_depth=8
export IMPL_start_kind="input port"
export IMPL_clock_sinks=324
export IMPL_vias=12700
export IMPL_worst_slew_pin_slew_ns=0.870
export IMPL_ys_flops=324
export IMPL_layout_area_comb_mm2=0.00691
export IMPL_die_area_mm2=0.0535
export IMPL_wl_mm=58.4
export IMPL_ys_cells=1540
export IMPL_final_cells=2507
export IMPL_fin_ws_ns=12.12
export IMPL_slew_headroom=0.419
==> flip-flops by register name, indices dropped and copies added (netlist names) <==
signal,cells
dram_data_buffer,128
state,6
dout,8
wdata_m_inf,128
awaddr_m_inf,9
sdma_valid,1
arvalid_m_inf,1
has_wready_m_inf,1
cmd_buffer,21
rready_m_inf,1
addr_buffer,8
awvalid_m_inf,1
bready_m_inf,1
araddr_m_inf,8
has_awready_m_inf,1
wvalid_m_inf,1
==> layer usage <==
metal	vias up	share of wire	global-route usage
met5	-	0.0017	0
met4	16	0.027	0.0499
met3	100	0.097	0.0808
met2	502	0.46	0.338
met1	6351	0.42	0.315
li1	5767	-	-
==> worst max path at each step <==
stage                         from                   end  slack [ns]  depth (start not counted)
after CTS             rvalid_m_inf  dram_data_buffer[41]       12.24                          5
after global routing  rvalid_m_inf  dram_data_buffer[66]       11.88                          5
final                 rvalid_m_inf  dram_data_buffer[38]       12.12                          5
==> report_power, final <==
group          switching (mW)  internal [mW]
logic                   0.852          0.653
registers               0.265           1.02
clock network           0.307          0.457
==> through the flow <==
step	power, mW	area (um2)
CTS	3.58	20600
finish	3.55	20600
global route	3.76	20600
global placement	2.79	19300
floorplan	1.99	15900
detailed placement	2.80	19300
==> critical path: cells and delay by family <==
family | cells | cell delay [ns]
compound gates | 1 | 0.22
simple gates | 1 | 0.66
buf+inv | 3 | 2.02
==> area by class of cell <==
type,count,share of cell area
tap,680,0.0413
clock buffer,50,0.0508
clock inverter,18,0.0103
timing repair buffer,349,0.166
sequential,324,0.394
inverter,9,0.00164
antenna,3,0.000364
multi-input combinational,1074,0.336
==> cells by family (layout without fill, tap and decap cells) <==
group,Yosys count,after routing,synth area share
compound gates,380,380,0.150
xor+xnor,9,9,0.00500
fa+ha+maj,5,5,0.00397
buf+inv,187,426,0.0588
flops,324,324,0.514
simple gates,419,419,0.130
other cells,1,49,0.000238
mux,215,215,0.138
==> synthesized netlist by cell type, types with 7 or more instances <==
| cell | count | share of area |
|---|---|---|
| a21boi_0 | 75 | 0.036 |
| xor2_1 | 8 | 0.0044 |
| o21ai_0 | 197 | 0.063 |
| nor3_1 | 11 | 0.0035 |
| mux2_2 | 21 | 0.015 |
| clkbuf_1 | 110 | 0.026 |
| inv_1 | 8 | 0.0019 |
| mux2i_1 | 194 | 0.12 |
| a222oi_1 | 7 | 0.0044 |
| nand2_1 | 241 | 0.057 |
| nor2b_1 | 70 | 0.028 |
| a21oi_1 | 24 | 0.0076 |
| nor2_1 | 27 | 0.0064 |
| dfrtp_1 | 323 | 0.51 |
| nand2b_1 | 7 | 0.0028 |
| nand3_1 | 20 | 0.0063 |
| a22oi_1 | 28 | 0.013 |
| buf_4 | 56 | 0.027 |
Power is estimated from default activity; no workload was simulated.
